==> flow/design.v <==
module butterfly_xbar_out(
    input [9:0] i_STRIDE,
    input [31:0] i_BUTTERFLY_1_TOP,
    input [31:0] i_BUTTERFLY_2_TOP, 
    input [31:0] i_BUTTERFLY_3_TOP, 
    input [31:0] i_BUTTERFLY_4_TOP,
    input [31:0] i_BUTTERFLY_1_BOTTOM, 
    input [31:0] i_BUTTERFLY_2_BOTTOM, 
    input [31:0] i_BUTTERFLY_3_BOTTOM, 
    input [31:0] i_BUTTERFLY_4_BOTTOM,
    output [127:0] o_READ_OUTPUT1, 
    output [127:0] o_READ_OUTPUT2
);
wire stride_greater_than_2; 
wire stride_equal_2;
assign stride_greater_than_2 = (i_STRIDE > 2);
assign stride_equal_2 = (i_STRIDE == 2);
assign o_READ_OUTPUT1[31:0]   = i_BUTTERFLY_1_TOP;
assign o_READ_OUTPUT1[63:32]  = (stride_greater_than_2 | stride_equal_2) ? i_BUTTERFLY_2_TOP : i_BUTTERFLY_1_BOTTOM;
assign o_READ_OUTPUT1[95:64]  = stride_greater_than_2 ? i_BUTTERFLY_3_TOP : (stride_equal_2 ? i_BUTTERFLY_1_BOTTOM : i_BUTTERFLY_2_TOP);
assign o_READ_OUTPUT1[127:96] = stride_greater_than_2 ? i_BUTTERFLY_4_TOP : i_BUTTERFLY_2_BOTTOM;
assign o_READ_OUTPUT2[31:0]   = stride_greater_than_2 ? i_BUTTERFLY_1_BOTTOM : i_BUTTERFLY_3_TOP;
assign o_READ_OUTPUT2[63:32]  = stride_greater_than_2 ? i_BUTTERFLY_2_BOTTOM : (stride_equal_2 ? i_BUTTERFLY_4_TOP : i_BUTTERFLY_3_BOTTOM);
assign o_READ_OUTPUT2[95:64]  = (stride_greater_than_2 | stride_equal_2) ? i_BUTTERFLY_3_BOTTOM : i_BUTTERFLY_4_TOP;
assign o_READ_OUTPUT2[127:96] = i_BUTTERFLY_4_BOTTOM;
endmodule
==> flow/run.sh <==
#!/bin/bash
# OpenROAD 26Q1-2900-gdf79404cd8, Yosys 0.63+post, stock flow scripts
make -C /OpenROAD-flow-scripts/flow DESIGN_CONFIG=/design/flow/config.mk WORK_HOME=/design/flow/orfs finish
==> flow/config.mk <==
export PLATFORM = sky130hd
export DESIGN_NAME = butterfly_xbar_out
export DESIGN_NICKNAME = butterfly_xbar_out
export VERILOG_FILES = /design/flow/design.v
export SDC_FILE = /design/flow/constraint.sdc
export NUM_CORES = 4
export LEC_CHECK = 1
export CORE_AREA = 10 10 206 206
export DIE_AREA = 0 0 216 216
==> flow/constraint.sdc <==
current_design butterfly_xbar_out

set clk_period 26.0
set clk_io_pct 0.2

create_clock -name clk0 -period $clk_period

set non_clock_inputs [all_inputs -no_clocks]
set_input_delay [expr $clk_period * $clk_io_pct] -clock clk0 $non_clock_inputs
set_output_delay [expr $clk_period * $clk_io_pct] -clock clk0 [all_outputs]
==> Slide: Implementation Results <==
Physical Implementation Snapshot

Layout
  – Area growth from synthesis to layout: 124%
  – Total area of sequential cells: 0 um^2
  – Flop count: 0
  – Fill count: about 4,200
  – Comb area: 2480 um^2
  – Proportion of layout cells with a drive suffix above 1: 0.194
  – Clkbuf count: 0

Floorplan
  – Die area: 46,700 um^2
  – I/O Pins: 522
  – Rows: 71
  – Chip width: 216 um
  – Die height: 216 um
  – Core outline area: 37,800 um^2
  – FP Util: 0.0841

Timing
  – Slew Viols, Final: 0
  – Slew margin rel.: 0.408
  – Worst Slack Setup Final: 12,160 ps
  – Setup TNS: 0 ps
  – Setup violations, final: 0
  – Post-layout min period: 13,840 ps
  – Worst slew pin tran: 888 ps
  – Post-layout period usage of the worst path: 0.532
  – Final hold vios: 0
  – RSZ-0062 raised after global routing: no
  – F_max: around 0.072 GHz

Yosys
  – Top-area cell type share of the netlist area: 0.404
  – Sequential share of the synthesized area: 0
  – Mean Syn Cell Area: between 8 and 9 um^2
  – Synth area leader: mux2_2
  – Post-synth top cells: mux2_2 (114), buf_4 (70), a2bb2oi_1 (64), o22ai_1 (64)
  – Post-Syn Area: 3180 um^2
  – Area contributors post-synth: mux2_2 (40%), a2bb2oi_1 (18%), buf_4 (17%), o22ai_1 (13%), mux2_1 (5.0%)
  – Yosys Instances: 366
  – Most frequent cell after synthesis: mux2_2
  – Gate Count Post-Synth: 366
  – Unique cell types: 15
  – Yosys stat chip area: about 3200 um^2
  – Ys Warns: 0

Power and ir drop
  – Peak VDD IR: 0.00394 mV
  – Power Density: 13.1 nW/um^2
  – Sw frac: 0.287
  – Combinational Power Share: 1.000
  – Pint: 0.0667 mW
  – Clock power frac: 0
  – Seq pwr share: 0
  – Leakage: 2.35 nW
  – Sw Pwr: 0.0268 mW

Worst setup path
  – Worst Path Max Fanout: about 43
  – CP required: 20,800 ps
  – Critical path endpoint category: primary output
  – Kind of critical path: input port to primary output
  – Kind of start point of the critical path: input port
  – Arrival @ worst endpoint: 8640 ps
  – Worst Setup SP: i_STRIDE[7]

Global route
  – Number of global-route vias before repair: 4,617
  – Initial antenna violation count: 2
  – GRT overflow: 0
  – Largest net degree at the start of global routing: 58
  – First-pass GRT wire length: 32.8 mm
  – Tot GR Track Use: 0.0927

Detailed routing
  – ANT nets after route: 0
  – Vias/cell: 3.69
  – DRT Pass-1 Iters: 6
  – WL per Instance: between 15 and 20 um
  – Routed WL: approximately 23 mm
  – DR vias: 4,349
  – Iter 0 DRT Violations: 216
  – DRC Markers: 0

Place
  – RePlAce Congestion: 0.880
  – Tally of buffers added on design ports: 394
  – Final HPWL DP: around 19 mm
  – Worst slack at placement: 12,240 ps

Worst hold path
  – Hold depth: 0
  – Hold_sp: i_BUTTERFLY_1_TOP[0]
  – WHS Endpoint: o_READ_OUTPUT1[0]
  – Hold Path Class: input port to primary output

Job
  – Number of logged tool warnings: 32
  – Max-cap violations: 0

Clock network
  – Cts hold-fix bufs: 0
  – Post-CTS resize count: 0
  – Postcts setup bufs: 0

Run status
  – Status: completed
## layout by cell type (no fill, tap or decap)
master / n
a211oi_4: 1
or4_1: 1
buf_2: 1
mux2_2: 114
nand2b_2: 1
diode_2: 2
buf_4: 9
or4_4: 1
nor2_4: 1
a2bb2oi_1: 64
o22ai_1: 64
clkdlybuf4s50_1: 393
nor3_4: 1
mux2_1: 14
## worst max-delay path, cell delays in order
cell and delay (ps):
clkdlybuf4s50_1 460, or4_1 670, a211oi_4 530, buf_4 370, buf_4 500, mux2_2 400, clkdlybuf4s50_1 420
## logic make-up after synthesis
group	after synthesis	synth area share
compound gates	129	0.307
buf+inv	104	0.225
mux	128	0.454
simple gates	5	0.0142
## area by class of cell
cell class | count | area share
multi-input combinational | 262 | 0.348
timing repair buffer | 403 | 0.562
antenna | 2 | 0.000702
tap | 511 | 0.0897
## stage by stage
step                utilization  total power [mW]  cell area (um^2)  hold WS [ps]  instances
detailed placement        0.189            0.0938              7120         10400       1176
finish                    0.189            0.0935              7130         10400       1178
floorplan                     -            0.0250              3180         10470        366
global placement          0.189            0.0941              7120         10400       1176
global route              0.189            0.0999              7120         10400       1176
CTS                       0.189            0.0945              7120         10400       1176
## power groups by stage
stage         Combinational [mW]     Clock, mW  Sequential (mW)
CTS                       0.0945             0                0
global route              0.0999             0                0
finish                    0.0935  0.0000000105                0
## per-layer routing
layer	routed length [um]	global-route usage	vias to the layer above
met2	11500	0.159	272
met4	488	0.0196	0
li1	-	-	2009
met3	2540	0.0411	38
met1	8860	0.103	2030
met5	0	0	-
## how the worst max path moves through the flow
stage                                to  cells after the start
after CTS             o_READ_OUTPUT2[6]                      7
after global routing  o_READ_OUTPUT2[5]                      7
final                 o_READ_OUTPUT2[6]                      7
No activity file was given, so power comes from the tool's default toggle rates.
