`design/flow/config.mk`:
```
export PLATFORM = sky130hd
export DESIGN_NAME = group_scan_mem_reg_if
export DESIGN_NICKNAME = group_scan_mem_reg_if
export VERILOG_FILES = /design/flow/design.v
export SDC_FILE = /design/flow/constraint.sdc
export NUM_CORES = 4
export LEC_CHECK = 1
export CORE_AREA = 10 10 209 209
export DIE_AREA = 0 0 219 219
```
`design/flow/constraint.sdc`:
```
current_design group_scan_mem_reg_if

set clk_period 7.7
set clk_io_pct 0.2

create_clock -name clk0 -period $clk_period [get_ports {clk}]

set non_clock_inputs [all_inputs -no_clocks]
set_input_delay [expr $clk_period * $clk_io_pct] -clock clk0 $non_clock_inputs
set_output_delay [expr $clk_period * $clk_io_pct] -clock clk0 [all_outputs]
```
`design/flow/design.v`:
```
module group_scan_mem_reg_if(
    input clk,
    input rst_n,
    input static_wen_group_mux,
    input static_ren_group_mux,
    input [19:0] static_addr_group_mux,
    input [31:0] static_wdata_group_mux,
    output reg [31:0] static_rdata_group_mux,
    output reg  static_ready_group_mux,
    input scan_id_group_mux,
    output reg sram_ren,
    output reg sram_wen,
    output reg [7:0] sram_addr,
    output reg [127:0] sram_bweb,
    output reg [127:0] sram_wdata,
    input [127:0] sram_rdata,
    input sram_ready,
    output reg pnt_cfg_ren,
    output reg pnt_cfg_wen,
    output reg [2:0] pnt_cfg_wdata,
    input [2:0] pnt_cfg_rdata,
    input pnt_cfg_ready,
    output reg cycle_cfg_ren,
    output reg cycle_cfg_wen,
    output reg [10:0] cycle_cfg_wdata,
    input [10:0] cycle_cfg_rdata,
    input cycle_cfg_ready,
    output reg start_fft_ren,
    output reg start_fft_wen,
    output reg start_fft_wdata,
    input start_fft_rdata,
    input start_fft_ready,
    output reg reset_fft_ren,
    output reg reset_fft_wen,
    output reg reset_fft_wdata,
    input reset_fft_rdata,
    input reset_fft_ready,
    input fft_done
);
    reg   scan_wen;
    reg   scan_ren;
    reg [10:0]  scan_addr;
    reg [31:0]  scan_wdata;
    reg [31:0]  scan_rdata;
    reg         scan_ready;
    reg id_valid;
    rwctr rwctr_inst(
        .clk(clk),                    
        .rst_n(rst_n),                
        .id_valid(id_valid),        
        .static_wen(static_wen_group_mux),  
        .static_ren(static_ren_group_mux),  
        .static_addr(static_addr_group_mux[10:0]),  
        .static_wdata(static_wdata_group_mux),  
        .static_ready(static_ready_group_mux),  
        .static_rdata(static_rdata_group_mux),  
        .scan_wen(scan_wen),      
        .scan_ren(scan_ren),      
        .scan_addr(scan_addr),    
        .scan_wdata(scan_wdata),  
        .scan_rdata(scan_rdata),  
        .scan_ready(scan_ready)   
    );
   mem_reg_mux mem_reg_mux_inst (
        .clk(clk),
        .scan_ren(scan_ren),     
        .scan_wen(scan_wen),     
        .scan_addr(scan_addr),   
        .scan_wdata(scan_wdata), 
        .scan_rdata(scan_rdata), 
        .scan_ready(scan_ready), 
        .sram_ren(sram_ren),     
        .sram_wen(sram_wen),     
        .sram_wdata(sram_wdata), 
        .sram_rdata(sram_rdata), 
        .sram_ready(sram_ready),
        .sram_addr(sram_addr),
        .sram_bweb(sram_bweb),
        .pnt_cfg_ren(pnt_cfg_ren),
        .pnt_cfg_wen(pnt_cfg_wen),
        .pnt_cfg_wdata(pnt_cfg_wdata),
        .pnt_cfg_rdata(pnt_cfg_rdata),
        .pnt_cfg_ready(pnt_cfg_ready),
        .cycle_cfg_ren(cycle_cfg_ren),
        .cycle_cfg_wen(cycle_cfg_wen),
        .cycle_cfg_wdata(cycle_cfg_wdata),
        .cycle_cfg_rdata(cycle_cfg_rdata),
        .cycle_cfg_ready(cycle_cfg_ready),
        .start_fft_ren(start_fft_ren),
        .start_fft_wen(start_fft_wen),
        .start_fft_wdata(start_fft_wdata),
        .start_fft_rdata(start_fft_rdata),
        .start_fft_ready(start_fft_ready),
        .reset_fft_ren(reset_fft_ren),
        .reset_fft_wen(reset_fft_wen),
        .reset_fft_wdata(reset_fft_wdata),
        .reset_fft_rdata(reset_fft_rdata),
        .reset_fft_ready(reset_fft_ready),
        .fft_done(fft_done)
    );
    syn_pulse_gen syn_pulse_gen_inst(
        .clk(clk),                    
        .rst_n(rst_n),                
        .scan_id(scan_id_group_mux),   
        .id_valid(id_valid)           
    );
endmodule 
module mem_reg_mux (
    input clk,
    input  scan_ren,
    input  scan_wen,
    input  [10:0] scan_addr,
    input  [31:0] scan_wdata,
    output reg [31:0] scan_rdata,  
    output reg scan_ready,
    output reg sram_ren,
    output reg sram_wen,
    output reg [7:0] sram_addr,
    output reg [127:0] sram_bweb, 
    output reg [127:0] sram_wdata,
    input [127:0] sram_rdata,
    input sram_ready,
    output reg cycle_cfg_ren,
    output reg cycle_cfg_wen,
    output reg [10:0] cycle_cfg_wdata,
    input [10:0] cycle_cfg_rdata,
    input cycle_cfg_ready,
    output reg pnt_cfg_ren,
    output reg pnt_cfg_wen,
    output reg [2:0] pnt_cfg_wdata,
    input [2:0] pnt_cfg_rdata,
    input pnt_cfg_ready,
    output reg start_fft_ren,
    output reg start_fft_wen,
    output reg start_fft_wdata,
    input start_fft_rdata,
    input start_fft_ready,
    output reg reset_fft_ren,
    output reg reset_fft_wen,
    output reg reset_fft_wdata,
    input reset_fft_rdata,
    input reset_fft_ready,
    input fft_done
);
    reg [31:0] sram_rdata_trunc;
    reg [10:0] addr_delay;
    always @(posedge clk) begin
        addr_delay <= scan_addr;
    end
    always @* begin
        scan_ready <=  sram_ready | pnt_cfg_ready | cycle_cfg_ready | start_fft_ready | reset_fft_ready;
        scan_rdata <=  pnt_cfg_ready ? pnt_cfg_rdata :
                   cycle_cfg_ready ? cycle_cfg_rdata :
                   start_fft_ready ? start_fft_rdata :
                   reset_fft_ready ? reset_fft_rdata :
                    sram_ready ? sram_rdata_trunc   : 
                    scan_addr[10] && scan_addr[6] ? fft_done : 
                    32'h0;
    end
    always @* begin
        sram_wen   = (!scan_addr[10]) ? scan_wen : 0;
        sram_ren   = (!scan_addr[10]) ? scan_ren : 0;
	    pnt_cfg_wen = (scan_addr[10] && scan_addr[9]) ? scan_wen : 0;
	    pnt_cfg_ren = (scan_addr[10] && scan_addr[9]) ? scan_ren : 0;
        cycle_cfg_wen = (scan_addr[10] && scan_addr[5]) ? scan_wen : 0;
	    cycle_cfg_ren = (scan_addr[10] && scan_addr[5]) ? scan_ren : 0;
        start_fft_wen = (scan_addr[10] && scan_addr[8]) ? scan_wen : 0;
        start_fft_ren = (scan_addr[10] && scan_addr[8]) ? scan_ren : 0;
        reset_fft_wen = (scan_addr[10] && scan_addr[7]) ? scan_wen : 0;
        reset_fft_ren = (scan_addr[10] && scan_addr[7]) ? scan_ren : 0;
    end
    always @* begin
        sram_addr = (!scan_addr[10]) ? scan_addr[9:2] : 0;
        cycle_cfg_wdata = scan_addr[10] ? scan_wdata[10:0] : 0;
	    pnt_cfg_wdata  = scan_addr[10]  ? scan_wdata[2:0] : 0;
        start_fft_wdata = scan_addr[10] ? scan_wdata[0] : 0;
        reset_fft_wdata = scan_addr[10] ? scan_wdata[0] : 0;
        case(scan_addr[1:0])
            2'b00: begin
                sram_wdata = {96'd0, scan_wdata};
                sram_bweb = {32'hffffffff, 32'hffffffff, 32'hffffffff, 32'h00000000};
            end
            2'b01: begin
                sram_wdata = {64'd0, scan_wdata, 32'd0}; 
                sram_bweb = {32'hffffffff, 32'hffffffff, 32'h00000000, 32'hffffffff};
            end
            2'b10: begin
                sram_wdata = {32'd0, scan_wdata, 64'd0}; 
                sram_bweb = {32'hffffffff, 32'h00000000, 32'hffffffff, 32'hffffffff};
            end
            2'b11: begin
                sram_wdata = {scan_wdata, 96'd0}; 
                sram_bweb = {32'h00000000, 32'hffffffff, 32'hffffffff, 32'hffffffff};
            end
            default: begin
                sram_wdata = {scan_wdata, 96'd0}; 
                sram_bweb = 128'h0;
            end
        endcase
        case(addr_delay[1:0])
            2'b00: begin
                sram_rdata_trunc = sram_rdata[31:0];
            end
            2'b01: begin
                sram_rdata_trunc = sram_rdata[63:32];
            end
            2'b10: begin
                sram_rdata_trunc = sram_rdata[95:64];
            end
            2'b11: begin
                sram_rdata_trunc = sram_rdata[127:96]; 
            end
            default: begin
                sram_rdata_trunc = sram_rdata[127:96]; 
            end
        endcase
    end
endmodule
module rwctr(
   input          clk,
   input          rst_n,
   input          id_valid,
   input          static_wen,
   input          static_ren,
   input  [10:0]  static_addr,
   input  [31:0]  static_wdata,
   output reg   static_ready,
   output reg [31:0] static_rdata,
   output reg   scan_wen,
   output reg   scan_ren,
   output reg [10:0]  scan_addr,
   output reg [31:0]  scan_wdata,
   input  [31:0]  scan_rdata,
   input  scan_ready
);
   reg holding, holding_w;
   reg read_hold, read_hold_w;
   wire request_valid; 
   reg request_finish;
   reg static_ready_w;
   reg scan_wen_w, scan_ren_w;
   reg [10:0] scan_addr_w;
   reg [31:0] static_rdata_w, scan_wdata_w;
   assign request_valid = (static_wen || static_ren) && !holding && id_valid;
   always @* begin
      if (request_valid == 1) begin
         holding_w = 1;
      end
      else begin
         holding_w = 0;
      end
   end
   always @* begin
      read_hold_w = read_hold;
      request_finish = 0;
      if (request_valid == 1 && static_ren == 1) begin
         read_hold_w = 1;
      end
      else if (scan_ready == 1) begin
         read_hold_w = 0;
         request_finish = 1;
      end
   end
   always @* begin
      static_ready_w = (request_valid)  ? 0 : (request_finish) ? 1 : static_ready;
      static_rdata_w = (request_finish) ? scan_rdata : static_rdata;
   end
   always @* begin
      scan_wen_w   = (request_valid) ? static_wen   : 0;
      scan_ren_w   = (request_valid) ? static_ren   : 0;
      scan_addr_w  = (request_valid) ? static_addr  : 0;
      scan_wdata_w = (request_valid) ? static_wdata : 0;
   end
   always @(posedge clk or negedge rst_n) begin
      if (rst_n == 0) begin
         holding    <= 0;
         read_hold  <= 0;
         scan_wen   <= 0;
         scan_ren   <= 0;
         scan_addr  <= 0;
         scan_wdata <= 0;
         static_ready <= 0;
         static_rdata <= 0;
      end
      else begin
         holding   <= holding_w;
         read_hold <= read_hold_w;
         scan_wen  <= scan_wen_w;
         scan_ren  <= scan_ren_w;
         scan_addr <= scan_addr_w;
         scan_wdata   <= scan_wdata_w;
         static_ready <= static_ready_w;
         static_rdata <= static_rdata_w;
      end
   end
endmodule
module syn_pulse_gen (
    input  clk,
    input  rst_n,
    input  scan_id,
    output reg  id_valid
);
   reg scan_id_d;
   reg scan_id_2d;
   reg id_hold;
   reg id_hold_w;
   always @(posedge clk or negedge rst_n) begin
      if (!rst_n) begin
         scan_id_d  <= 1'b0;
         scan_id_2d <= 1'b0;
         id_hold    <= 1'b0;
      end
      else begin
         scan_id_d  <= scan_id;
         scan_id_2d <= scan_id_d;
         id_hold    <= id_hold_w;
      end
   end
   always @* begin
      id_valid  = 1'b0;
      id_hold_w = id_hold;
      if (scan_id_2d != id_hold) begin
         id_valid  = 1'b1;         
         id_hold_w = scan_id_2d;   
      end
   end
endmodule
```
`design/flow/run.sh`:
```
#!/bin/bash
# OpenROAD 26Q1-2900-gdf79404cd8, Yosys 0.63+post, stock flow scripts
make -C /OpenROAD-flow-scripts/flow DESIGN_CONFIG=/design/flow/config.mk WORK_HOME=/design/flow/orfs finish
```
==> qor_table.md <==
| Result | This run | Unit |
| --- | --- | --- |
| Die width | 219 | um |
| Wire length of the first global-routing pass | 38600 | um |
| Row count | 72 | - |
| Total power | 1.39 | mW |
| Diode count | 0 | - |
| Clock latency (worst-skew pair) | 0.35 | ns |
| All-layer global routing usage | 10.7 | % |
| Period Utilization, post-route | 54.3 | % |
| Number of warnings in the stage logs | 34 | - |
| Max_cap viols | 0 | - |
| Most instantiated flip-flop cell in the synthesis netlist | sky130_fd_sc_hd__dfrtp_1 | - |
| Final std cells w/o fill | 1469 | - |
| Share of flip-flops with an asynchronous set or reset | 97.6 | % |
| Number of input and output port buffers inserted | 520 | - |
| Number of buffers between clock root and the deepest sink | 2 | - |
| Chip area | 48000 | um^2 |
| Synth cell count leaders | sky130_fd_sc_hd__and2_1 (151), sky130_fd_sc_hd__buf_4 (130), sky130_fd_sc_hd__dfrtp_1 (82) | - |
| Final Critical Period | 4.18 | ns |
| Area share of the largest cell type after synthesis | 35.7 | % |
| Cells in synth_stat.txt | 570 | - |
| Number of iterations in the first detailed-routing pass | 4 | - |
| Worst-case hold slack | 0.356 | ns |
| Final hold viol count | 0 | - |
| H-tree lvl count | 3 | - |
| Critical setup path kind | flop to output port | - |
| Count of hold-fix buffers inserted at cts | 0 | - |
| Layout cells sized above 1 | 7.15 | % |
| Final antenna-violating net count | 0 | - |
| Worst vdd ir | 94.7 | uV |
| Count of library flops with an enable pin | 0 | - |
| Setup bufs post-CTS | 0 | - |
| Vias | 5347 | - |
| Core box area | 38900 | um^2 |
| DRT Wirelength | 27600 | um |
| Result of the run | complete, no violations | - |
| TritonCTS Buffers | 9 | - |
| Mapped Area | 5750 | um^2 |
| Filler Cells Inserted | 4055 | - |
| Cts repair resizes | 0 | - |
| Synthesis area per yosys | 5750 | um^2 |
| Number of sinks driven by the clock tree | 84 | - |
| Worst Hold Endpoint | syn_pulse_gen_inst.scan_id_2d$_DFF_PN0_ | - |
| Unique cell type count in the Yosys netlist | 30 | - |
| # DRC | 0 | - |
| Kind of end point of the critical path | output port | - |
| Violation count after the first detailed-routing iteration | 203 | - |
| Clock tree from TritonCTS | done | - |
| Leakage Power | 4.37 | nW |
| Hold path startpoint | syn_pulse_gen_inst.scan_id_d$_DFF_PN0_ | - |
| Flops out of synthesis | 84 | - |
| Tightest Pin Transition | 0.782 | ns |
| Peak Freq | 239 | MHz |
| Power Dens Cells | 128 | nW/um^2 |
| Top Ports | 530 | - |
| Placed Area | 10600 | um^2 |
| Kind of start point of the critical path | flop | - |
| Setup-violating endpoint count in the final report | 0 | - |
| Number of warnings reported in the yosys synthesis log | 3 | - |
| Avg Synthesized Cell Area | 10.1 | um^2 |
| Reg2Reg Setup Slack | 5.66 | ns |
| Number of cells traversed by the worst hold path | 0 | - |
| Final setup TNS | 0 | ns |
| Finished Cell Area | 10900 | um^2 |
| Clk Tree Root Cell | sky130_fd_sc_hd__clkbuf_16 | - |
| Detailed Place HPWL | 23400 | um |
| Library cell occupying the most area in the post-synthesis netlist | sky130_fd_sc_hd__dfrtp_1 | - |
| Detail-routed net length per standard cell | 18.8 | um |
| Final slew viol count | 0 | - |
| Worst flop-to-flop path startpoint | mem_reg_mux_inst.addr_delay[0]$_DFF_P_ | - |
| Worst R2R End | rwctr_inst.static_rdata[0]$_DFFE_PN0P_ | - |
| Share of synthesized area occupied by flip-flops and latches | 36.4 | % |
| Y dimension of the die | 219 | um |
| Worst Reg2Reg Path Length in Cells | 5 | - |
| Final weighted congestion of routability-driven global placement | 0.801 | - |
| Total instance count after detailed placement | 1454 | - |
| Starting density of the core | 14.8 | % |
| Relative slew margins | 47.8 | % |
| Clock-pin slew of the registers on the worst-case setup and hold paths | 0.07 | ns |
| Most frequent cell after synthesis | sky130_fd_sc_hd__and2_1 | - |
| Maximum clock skew at final layout | 0.00539 | ns |
| WP data arrival | 2.64 | ns |
| Number of cells produced by synthesis | 570 | - |
| Dominant cells by area after synthesis | sky130_fd_sc_hd__dfrtp_1 (36%), sky130_fd_sc_hd__buf_4 (17%), sky130_fd_sc_hd__and2_1 (16%), sky130_fd_sc_hd__mux4_2 (13%), sky130_fd_sc_hd__and3_1 (4.3%) | - |
| Number of antenna violations at the first check in global routing | 3 | - |
| Remaining Overflow, GRT | 0 | - |
| Signed area change from the synthesized netlist to the final layout | 89.6 | % |
| Number of global-route vias before repair | 5783 | - |
| RSZ-0062 raised after global routing | false | - |
| Largest net degree at the start of global routing | 48 | - |
| DR vias/cell | 3.64 | - |
| Required time at the endpoint of the critical path | 6.16 | ns |
| Largest fanout on the critical path | 37 | - |
| Type of the tightest min-delay check | flop to flop | - |
[cell type report]
type,instances,area [um^2],area share (%)
inverters,6,22.5,0.207
multi-input cells,313,2530,23.2
repair buffers,533,5300,48.6
clock buffers,10,229,2.10
clock inverters,5,85.1,0.780
flip-flops and latches,84,2090,19.2
well taps,518,648,5.94
[report_power, final]
group          internal (mW)  leakage, nW  switching, mW
sequential             0.468         1.11         0.0258
clock                  0.285        0.149          0.199
combinational          0.282         3.11          0.131
[state kept, by name, summed over array words and instances (netlist names)]
name / count
rwctr_inst.scan_wen: 1
rwctr_inst.static_ready: 1
rwctr_inst.holding: 1
syn_pulse_gen_inst.scan_id_d: 1
rwctr_inst.scan_ren: 1
rwctr_inst.scan_wdata: 32
syn_pulse_gen_inst.scan_id_2d: 1
syn_pulse_gen_inst.id_hold: 1
rwctr_inst.static_rdata: 32
mem_reg_mux_inst.addr_delay: 2
rwctr_inst.scan_addr: 11
[worst max-delay path: stages (launching register included)]
cell	delay [ns]
sky130_fd_sc_hd__dfrtp_1	0.36
sky130_fd_sc_hd__buf_4	0.23
sky130_fd_sc_hd__nor2b_2	0.20
sky130_fd_sc_hd__buf_4	0.24
sky130_fd_sc_hd__inv_1	0.62
sky130_fd_sc_hd__clkdlybuf4s50_1	0.62
[kinds of logic (layout without fill, tap and decap cells)]
kind of cell,count (synthesis),in the layout,share of synthesized area [%]
compound gates,48,48,6.66
xor+xnor,1,1,0.152
buf+inv,173,554,20.0
flops,84,84,36.4
mux,32,32,12.5
simple gates,232,232,24.3
[layer usage]
| layer | global-route usage (%) | wire, um |
|---|---|---|
| met1 | 11.5 | 9700 |
| met2 | 19.5 | 13800 |
| met3 | 4.61 | 3620 |
| met4 | 1.59 | 434 |
| met5 | 0 | 7 |
[worst max-delay path by stage]
stage | cells after the start | start | endpoint
global route | 5 | rwctr_inst.scan_addr[1]$_DFF_PN0_ | sram_bweb[69]
finish | 5 | rwctr_inst.scan_addr[1]$_DFF_PN0_ | sram_bweb[69]
CTS | 5 | rwctr_inst.scan_addr[1]$_DFF_PN0_ | sram_bweb[95]
[through the flow]
step | util (%) | worst slack (ns)
6_report | 28.0 | 3.52
3_3_place_gp | 27.2 | 3.69
2_1_floorplan | - | 4.71
3_5_place_dp | 27.2 | 3.64
5_1_grt | 28.0 | 3.28
4_1_cts | 28.0 | 3.43
[cells in the final DEF, fill, tap and decap left out, drive strengths merged]
master	synthesis	final
clkdlybuf4s50	0	519
and2	151	151
dfrtp	82	82
and3	40	40
mux4	32	32
a22o	21	21
nand2	14	14
buf	140	14
nor2b	12	12
clkbuf	27	10
o21ai	9	9
a22oi	8	8
nor2	8	8
inv	6	7
o31ai	3	3
nand2b	2	2
a221oi	2	2
bufinv	0	2
nor4	2	2
dfxtp	2	2
xnor2	1	1
o21a	1	1
or3	1	1
o32ai	1	1
a21oi	1	1
nand3	1	1
nor4b	1	1
a211oi	1	1
o22ai	1	1
clkinvlp	0	1
clkinv	0	1
No activity file was given, so power comes from the tool's default toggle rates.
