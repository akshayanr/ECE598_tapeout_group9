==> flow/design.v <==
module butterfly_xbar_in(
    input [9:0] i_STRIDE,
    input [127:0] i_READ_OUTPUT1, 
    input [127:0] i_READ_OUTPUT2,
    output [31:0] o_BUTTERFLY_1_TOP,
    output [31:0] o_BUTTERFLY_2_TOP, 
    output [31:0] o_BUTTERFLY_3_TOP, 
    output [31:0] o_BUTTERFLY_4_TOP,
    output [31:0] o_BUTTERFLY_1_BOTTOM, 
    output [31:0] o_BUTTERFLY_2_BOTTOM, 
    output [31:0] o_BUTTERFLY_3_BOTTOM, 
    output [31:0] o_BUTTERFLY_4_BOTTOM
);
wire stride_greater_than_2; 
wire stride_equal_2;
assign stride_greater_than_2 = (i_STRIDE > 2);
assign stride_equal_2 = (i_STRIDE == 2);
assign o_BUTTERFLY_1_TOP = i_READ_OUTPUT1[31:0];
assign o_BUTTERFLY_2_TOP = (stride_greater_than_2 | stride_equal_2) ? (i_READ_OUTPUT1[63:32]) : (i_READ_OUTPUT1[95:64]);
assign o_BUTTERFLY_3_TOP = (stride_greater_than_2) ? (i_READ_OUTPUT1[95:64]) : (i_READ_OUTPUT2[31:0]);
assign o_BUTTERFLY_4_TOP = stride_greater_than_2 ? (i_READ_OUTPUT1[127:96]) : (stride_equal_2 ? i_READ_OUTPUT2[63:32] : i_READ_OUTPUT2[95:64]);
assign o_BUTTERFLY_1_BOTTOM = stride_greater_than_2 ? (i_READ_OUTPUT2[31:0]) : (stride_equal_2 ? i_READ_OUTPUT1[95:64] : i_READ_OUTPUT1[63:32]);
assign o_BUTTERFLY_2_BOTTOM = stride_greater_than_2 ? (i_READ_OUTPUT2[63:32]) : (i_READ_OUTPUT1[127:96]);
assign o_BUTTERFLY_3_BOTTOM = stride_greater_than_2 ? (i_READ_OUTPUT2[95:64]) : (stride_equal_2 ? i_READ_OUTPUT2[95:64] : i_READ_OUTPUT2[63:32]);
assign o_BUTTERFLY_4_BOTTOM = i_READ_OUTPUT2[127:96];
endmodule
==> flow/run.sh <==
#!/bin/bash
# OpenROAD 26Q1-2900-gdf79404cd8, Yosys 0.63+post, stock flow scripts
make -C /OpenROAD-flow-scripts/flow DESIGN_CONFIG=/design/flow/config.mk WORK_HOME=/design/flow/orfs finish
==> flow/config.mk <==
export PLATFORM = sky130hd
export DESIGN_NAME = butterfly_xbar_in
export DESIGN_NICKNAME = butterfly_xbar_in
export VERILOG_FILES = /design/flow/design.v
export SDC_FILE = /design/flow/constraint.sdc
export NUM_CORES = 4
export LEC_CHECK = 1
export CORE_AREA = 10 10 206 206
export DIE_AREA = 0 0 216 216
==> flow/constraint.sdc <==
current_design butterfly_xbar_in

set clk_period 17.3
set clk_io_pct 0.2

create_clock -name clk0 -period $clk_period

set non_clock_inputs [all_inputs -no_clocks]
set_input_delay [expr $clk_period * $clk_io_pct] -clock clk0 $non_clock_inputs
set_output_delay [expr $clk_period * $clk_io_pct] -clock clk0 [all_outputs]
==> results.txt <==
status: completed
register area: 0 sq um
largest net degree at the start of global routing: 59
final WL: 24.1 mm
gate count of the mapped netlist: 432
router iterations before antenna repair: 4
Core Util at FP: 9.76%
Log Warnings: 32
Ys Warns: 0
Detail Placement HPWL: 20.4 mm
GP Congestion: 0.883
Max Cap Viol: 0
CP Capture Type: primary output
fin crit period: 10.22 ns
LEAKAGE: 2.70 nW
CP arrival: 6.76 ns
crit path max-delay cell type: buf_4
via count: 4,571
Worst-Margin Slew: 0.817 ns
Setup WS post-layout: 7.08 ns
Final Instance Count excl. Fillers: 1,239
dominant logic cell type in the layout: clkdlybuf4s50_1
final setup violation count: 0
Synth Seq Share: 0%
Post-CTS Hold Buffers: 0
post-route ant nets: 0
I/O pin count: 522
RSZ-0062 raised after global routing: false
Post-Place Cells: 1,238
CP Class: in2out
Core Area: 37,800 sq um
WP buf/inv: 4
Worst Path Required: 13.84 ns
Avg WL per Cell: 19.4 microns
cell family with most CP delay: buffers and inverters
GR Overflow Total: 0
crit-path max cell delay: 0.67 ns
Via density: 3.69
first-pass GRT wire length: 33.9 mm
synthesized area: 3680 sq um
pwr dens: 19.3 nW/um^2
drc violations: 0
crit-path cells: buf_2 -> buf_4 -> nand2_1 -> nand3_4 -> buf_4 -> mux2_2 -> clkdlybuf4s50_1
WHS: 6.92 ns
initial antenna violation count: 2
most frequent CP cell: buf_4
Distinct cells, synth: 14
DIE AREA: 46,700 sq um
worst IR drop on VDD: 6.29 uV
share of layout cells above drive strength 1: 12.8%
DIE HEIGHT: 216 microns
Iteration-0 DRC Markers: 218
Top Layout Cells: 393 x clkdlybuf4s50_1, 64 x nor2b_1, 64 x a21oi_1, 64 x o2bb2ai_1, 48 x mux2_1
sequential cell count: 0
Avg Cell Area, Syn: 8.53 sq um
Post-CTS Setup Bufs: 0
Core Rows: 71
clock buf count: 0
post-CTS resize count: 0
maximum fanout along the worst path: 58
setup_tns: 0 ns
Fillers: 4,147
Max Fclk: 0.0978 GHz
Die Wd: 216 microns
port bufs: 394
Worst Setup Start Kind: input port
synthesis area per yosys: 3680 sq um
final count of hold timing violations: 0
fin crit share: 59.1%
vias in the first global route: 4,985
relative slew slack: 45.5%
Slew Limit Fails: 0
ys cells: 432
Tot GR Track Use: 9.59%
class of the worst hold path: in2out
dpl ws: 6.95 ns
Area Overhead vs Synth: 106%
[per-layer routing]
layer	global-route usage, %	share of wire (%)	up-vias
met2	16.7	49	260
met4	4.26	4.9	2
met1	10.3	36	2116
met5	0	0.054	-
met3	3.35	9.8	66
li1	-	-	2127
[final cells by class]
type                            count  area (sq um)  share of cell area (%)
Multi-Input combinational cell    327          2970                    39.1
Tap cell                          511           639                    8.42
Timing Repair Buffer              400          3980                    52.4
Antenna cell                        1          2.50                  0.0329
[final timing paths]
path / startpoint / endpoint / slack, ns / depth (start not counted)
worst min-delay path: i_READ_OUTPUT1[0] / o_BUTTERFLY_1_TOP[0] / 6.92 / 0
worst max-delay path: i_STRIDE[1] / o_BUTTERFLY_3_TOP[7] / 7.08 / 7
[where the power goes]
part / internal [mW] / total [mW] / leakage (nW) / switching, mW
registers: 0 / 0 / 0 / 0
clock network: 0.00000000773 / 0.00000000773 / 0.00000634 / 0
logic: 0.104 / 0.146 / 2.70 / 0.0426
total: 0.104 / 0.146 / 2.70 / 0.0426
[cells by family after synthesis]
kind of cell / after synthesis / share of synthesized area, %
AOI/OAI and AO/OA: 128 / 23.9
buffers and inverters: 105 / 20.1
and+or+nand+nor: 71 / 12.3
muxes: 128 / 43.7
[Yosys cell counts (all sizes together)]
library cell	count	area [sq um]
nor4	2	25.0
nand2	2	7.51
nor2b	65	407
o2bb2ai	64	561
buf	86	668
clkbuf	19	71.3
a21oi	64	320
nand3	1	5.00
mux2	128	1610
and3b	1	8.76
[per-stage QoR]
| step | util (%) | cell area [sq um] | power (mW) |
|---|---|---|---|
| 3_3_place_gp | 20.1 | 7590 | 0.149 |
| 3_5_place_dp | 20.1 | 7590 | 0.148 |
| 2_1_floorplan | - | 3680 | 0.0427 |
| 5_1_grt | 20.1 | 7590 | 0.158 |
| 4_1_cts | 20.1 | 7590 | 0.149 |
| 6_report | 20.1 | 7600 | 0.146 |
Power is estimated from default activity; no workload was simulated.
